==> flow/design.v <==
module FullAdder1(A,B,Cin,sum,C);                                                                            
	input A,B,Cin;
	output sum,C;
	assign sum = A ^ B ^ Cin;
	assign C = ((A ^ B)&Cin) | (A&B);
endmodule
module HalfAdder(A,B,sum,C);                                                                            
	input A,B;
	output sum,C;
	assign sum = A ^ B;
	assign C = (A & B);
endmodule
module Wallace (a,b,out);
input [7:0]a,b;
output [15:0]out;
reg c[7:0][7:0];
wire [55:1]sum;
wire [55:1]ca;
wire [10:0]d;
integer i,j;
always @* begin
for( i=0;i<8;i++)
begin
	for(j=0;j<8;j++)
	begin
		if(b[i]==0)
		c[i][j]=1'b0;
		else 
		c[i][j]=a[j];
	end
end	
end
assign out[0]=c[0][0];
HalfAdder h1(c[0][1],c[1][0],sum[1],ca[1]);
FullAdder1 f1(c[0][2],c[1][1],c[2][0],sum[2],ca[2]);
FullAdder1 f2(c[0][3],c[1][2],c[2][1],sum[3],ca[3]);
FullAdder1 f3(c[0][4],c[1][3],c[2][2],sum[4],ca[4]);
FullAdder1 f4(c[0][5],c[1][4],c[2][3],sum[5],ca[5]);	
FullAdder1 f5(c[0][6],c[1][5],c[2][4],sum[6],ca[6]);
FullAdder1 f6(c[0][7],c[1][6],c[2][5],sum[7],ca[7]);
HalfAdder h2(c[1][7],c[2][6],sum[8],ca[8]);
FullAdder1 f7(c[2][7],c[3][6],c[4][5],sum[9],ca[9]);
HalfAdder h3(c[3][1],c[4][0],sum[10],ca[10]);
FullAdder1 f11(c[3][2],c[4][1],c[5][0],sum[11],ca[11]);
FullAdder1 f8(c[3][3],c[4][2],c[5][1],sum[12],ca[12]);
FullAdder1 f9(c[3][4],c[4][3],c[5][2],sum[13],ca[13]);
FullAdder1 f10(c[3][5],c[4][4],c[5][3],sum[14],ca[14]);	
FullAdder1 f12(c[3][7],c[4][6],c[5][5],sum[15],ca[15]);
HalfAdder h4(c[4][7],c[5][6],sum[16],ca[16]);
HalfAdder h5(sum[2],ca[1],sum[17],ca[17]);
FullAdder1 f13(sum[3],ca[2],c[3][0],sum[18],ca[18]);
FullAdder1 f14(sum[4],ca[3],sum[10],sum[19],ca[19]);
FullAdder1 f15(sum[5],ca[4],sum[11],sum[20],ca[20]);
FullAdder1 f16(sum[6],ca[5],sum[12],sum[21],ca[21]);
FullAdder1 f17(sum[7],ca[6],sum[13],sum[22],ca[22]);
FullAdder1 f18(sum[8],ca[7],sum[14],sum[23],ca[23]);
FullAdder1 f19(ca[14],sum[9],ca[8],sum[24],ca[24]);
HalfAdder h6(ca[11],c[6][0],sum[25],ca[25]);
FullAdder1 f20(ca[12],c[6][1],c[7][0],sum[26],ca[26]);
FullAdder1 f21(ca[13],c[6][2],c[7][1],sum[27],ca[27]);
FullAdder1 f22(c[5][4],c[6][3],c[7][2],sum[28],ca[28]);
FullAdder1 f23(ca[9],c[6][4],c[7][3],sum[29],ca[29]);
FullAdder1 f24(ca[15],c[6][5],c[7][4],sum[30],ca[30]);
FullAdder1 f25(c[5][7],c[6][6],c[7][5],sum[31],ca[31]);
HalfAdder h7(c[6][7],c[7][6],sum[32],ca[32]);
HalfAdder h8(sum[18],ca[17],sum[33],ca[33]);
HalfAdder h9(sum[19],ca[18],sum[34],ca[34]);
FullAdder1 f26(sum[20],ca[19],ca[10],sum[35],ca[35]);
FullAdder1 f27(sum[21],ca[20],sum[25],sum[36],ca[36]);
FullAdder1 f28(sum[22],ca[21],sum[26],sum[37],ca[37]);
FullAdder1 f29(sum[23],ca[22],sum[27],sum[38],ca[38]);
FullAdder1 f30(sum[24],ca[23],sum[28],sum[39],ca[39]);
FullAdder1 f31(sum[15],ca[24],sum[29],sum[40],ca[40]);
HalfAdder h10(sum[16],sum[30],sum[41],ca[41]);
HalfAdder h11(ca[16],sum[31],sum[42],ca[42]);
HalfAdder h12(ca[33],sum[34],sum[43],ca[43]);
HalfAdder h13(ca[34],sum[35],sum[44],ca[44]);
HalfAdder h14(ca[35],sum[36],sum[45],ca[45]);
FullAdder1 f32(sum[37],ca[36],ca[25],sum[46],ca[46]);
FullAdder1 f33(sum[38],ca[37],ca[26],sum[47],ca[47]);
FullAdder1 f34(sum[39],ca[38],ca[27],sum[48],ca[48]);
FullAdder1 f35(sum[40],ca[39],ca[28],sum[49],ca[49]);
FullAdder1 f36(sum[41],ca[40],ca[29],sum[50],ca[50]);
FullAdder1 f37(sum[42],ca[41],ca[30],sum[51],ca[51]);
FullAdder1 f38(ca[42],sum[32],ca[31],sum[52],ca[52]);
HalfAdder h15(c[7][7],ca[32],sum[53],ca[53]);
assign out[1]=sum[1];
assign out[2]=sum[17];
assign out[3]=sum[33];
assign out[4]=sum[43];
HalfAdder h16(sum[44],ca[43],out[5],d[0]);
FullAdder1 f39(sum[45],ca[44],d[0],out[6],d[1]);
FullAdder1 f40(sum[46],ca[45],d[1],out[7],d[2]);
FullAdder1 f41(sum[47],ca[46],d[2],out[8],d[3]);
FullAdder1 f42(sum[48],ca[47],d[3],out[9],d[4]);
FullAdder1 f43(sum[49],ca[48],d[4],out[10],d[5]);
FullAdder1 f44(sum[50],ca[49],d[5],out[11],d[6]);
FullAdder1 f45(sum[51],ca[50],d[6],out[12],d[7]);
FullAdder1 f46(sum[52],ca[51],d[7],out[13],d[8]);
FullAdder1 f47(sum[53],ca[52],d[8],out[14],d[9]);
HalfAdder h17(d[9],ca[53],out[15],d[10]);
endmodule
module FullAdder3(A,B,Cin,sum,C);                                                                            
	input A,B,Cin;
	output sum,C;
	assign sum = A ^ B ^ Cin;
	assign C = ((A ^ B)&Cin) | (A&B);
endmodule
module FA4_2(A,B,Cin,Sum,Carry);
	input [3:0] A,B;
	input Cin;
	output [3:0] Sum;
	output Carry;
	wire w0,w1,w2;
	FullAdder3 fa0 (A[0],B[0],Cin,Sum[0],w0);
	FullAdder3 fa1 (A[1],B[1],w0,Sum[1],w1);
	FullAdder3 fa2 (A[2],B[2],w1,Sum[2],w2);
	FullAdder3 fa3 (A[3],B[3],w2,Sum[3],Carry);
endmodule
module FA8(A,B,Cin,Sum,Carry);
	input [7:0] A,B;
	input Cin;
	output [7:0] Sum;
	output Carry;
	wire w0;
	FA4_2 fa4_0 (A[3:0],B[3:0],Cin,Sum[3:0],w0);
	FA4_2 fa4_1 (A[7:4],B[7:4],w0,Sum[7:4],Carry);
endmodule
module Wallace16bit(A,B,out);
	input [15:0] A,B;
	output [35:0] out;
	wire [15:0] pp1,pp2,pp3,pp4;
	Wallace w1(A[7:0],B[7:0],pp1); 
	Wallace w2(A[15:8],B[7:0],pp2);
	Wallace w3(A[7:0],B[15:8],pp3);
	Wallace w4(A[15:8],B[15:8],pp4);
	assign out[7:0] = pp1[7:0];
	wire c1,c2,c3,c4;
	wire [7:0] temp1,temp2;
	FA8 F1 (pp1[15:8],pp2[7:0],1'b0,temp1,c1);
	FA8 F2 (temp1,pp3[7:0],1'b0,out[15:8],c2);
	FA8 F3 (pp2[15:8],pp3[15:8],c1,temp2,c3);
	FA8 F4 (temp2,pp4[7:0],c2,out[23:16],c4);
	wire [7:0] ca1;
	assign ca1[0] = c3;
	assign ca1[7:1] = 7'd0;
	FA8 F5 (pp4[15:8],ca1,c4,out[31:24],c5);
	assign out[35:32] = 4'd0;
endmodule
module FullAdder2(A,B,Cin,sum,C);                                                                            
	input A,B,Cin;
	output sum,C;
	assign sum = A ^ B ^ Cin;
	assign C = ((A ^ B)&Cin) | (A&B);
endmodule
module FA4_1(A,B,Cin,Sum,Carry);
	input [3:0] A,B;
	input Cin;
	output [3:0] Sum;
	output Carry;
	wire w0,w1,w2;
	FullAdder2 fa0 (A[0],B[0],Cin,Sum[0],w0);
	FullAdder2 fa1 (A[1],B[1],w0,Sum[1],w1);
	FullAdder2 fa2 (A[2],B[2],w1,Sum[2],w2);
	FullAdder2 fa3 (A[3],B[3],w2,Sum[3],Carry);
endmodule
module FA16(A,B,Cin,Sum,Carry);
	input [15:0] A,B;
	input Cin;
	output [15:0] Sum;
	output Carry;
	wire w0,w1,w2;
	FA4_1 fa4_0 (A[3:0],B[3:0],Cin,Sum[3:0],w0);
	FA4_1 fa4_1 (A[7:4],B[7:4],w0,Sum[7:4],w1);
	FA4_1 fa4_2 (A[11:8],B[11:8],w1,Sum[11:8],w2);
	FA4_1 fa4_3 (A[15:12],B[15:12],w2,Sum[15:12],Carry);
endmodule
module FullAdder(A,B,Cin,sum,C);                                                                            
input A,B,Cin;
output sum,C;
assign sum = A ^ B ^ Cin;
assign C = ((A ^ B)&Cin) | (A&B);
endmodule
module FA4(A,B,Cin,Sum,Carry);
	input [3:0] A,B;
	input Cin;
	output [3:0] Sum;
	output Carry;
	wire w0,w1,w2;
	FullAdder fa0 (A[0],B[0],Cin,Sum[0],w0);
	FullAdder fa1 (A[1],B[1],w0,Sum[1],w1);
	FullAdder fa2 (A[2],B[2],w1,Sum[2],w2);
	FullAdder fa3 (A[3],B[3],w2,Sum[3],Carry);
endmodule
module FA36(A,B,Sum,Carry);
	input [35:0] A,B;
	output [35:0] Sum;
	output Carry;
	wire w0,w1;
	FA16 fa36_0 (A[15:0],B[15:0],1'b0,Sum[15:0],w0);
	FA16 fa36_1 (A[31:16],B[31:16],w0,Sum[31:16],w1);
	FA4 fa36_2 (A[35:32],B[35:32],w1,Sum[35:32],Carry);
endmodule
module DFlipFlop(d,clk,reset,q);
	input [35:0] d;
	input clk, reset;
	output reg [35:0] q;
	always @(posedge clk or posedge reset)
	begin
		if(reset)
 			q <= 36'd0;
		else
			q <= d;
	end
endmodule
module MAC(A,B,out,clk,reset);
	input [15:0] A,B;
	input clk,reset;
	output [35:0] out;
	wire [35:0] out1,temp;
	Wallace16bit w(A,B,out1);
	DFlipFlop d1 (out1,clk,reset,temp);
	wire [35:0] sumt,outff;
	wire c;
	FA36 fa (temp,outff,out,c);
	DFlipFlop d2 (out,clk,reset,outff);
endmodule
==> flow/run.sh <==
#!/bin/bash
# OpenROAD 26Q1-2900-gdf79404cd8, Yosys 0.63+post, stock flow scripts
make -C /OpenROAD-flow-scripts/flow DESIGN_CONFIG=/design/flow/config.mk WORK_HOME=/design/flow/orfs finish
==> flow/config.mk <==
export PLATFORM = sky130hd
export DESIGN_NAME = MAC
export DESIGN_NICKNAME = MAC
export VERILOG_FILES = /design/flow/design.v
export SDC_FILE = /design/flow/constraint.sdc
export NUM_CORES = 4
export LEC_CHECK = 1
export CORE_UTILIZATION = 30
==> flow/constraint.sdc <==
current_design MAC

set clk_period 23.7
set clk_io_pct 0.2

create_clock -name clk0 -period $clk_period [get_ports {clk}]

set non_clock_inputs [all_inputs -no_clocks]
set_input_delay [expr $clk_period * $clk_io_pct] -clock clk0 $non_clock_inputs
set_output_delay [expr $clk_period * $clk_io_pct] -clock clk0 [all_outputs]
==> flow_metrics.py <==
# Auto-generated metrics
metrics = {
    "place": {
        "io_buffers": 69,
        "dp_hpwl_um": 14600,
        "place_inst": 1413,
        "place_congestion": 0.804,
    },
    "timing": {
        "tightest_slew_ps": 737,
        "tns_ps": 0,
        "fmax_ghz": 0.0471,
        "rsz0062_at_grt": "no",
        "holdWs_ps": 457,
        "setup_viol": 0,
        "layout_min_cycle_time_ps": 21220,
        "skew_ps": 9.16,
        "drv_slew": 0,
        "hold_violations": 0,
        "finalCritPeriodShare": 0.895,
        "slew_headroom": 0.507,
    },
    "critical_path": {
        "crit_path_frequent_cell": "fa_1",
        "crit_path_end_kind": "primary output",
        "critPathKind": "flop to primary output",
        "cp_max_fo": 2,
        "slowest_delay_ps": 490,
        "startpoint_type": "flop",
        "worst_ep_required_time_ps": 18960,
        "cp.arrival_ps": 16480,
        "cp_slowest_cell": "fa_1",
    },
    "floorplan": {
        "coreArea_um2": 34700,
        "design.portCount": 70,
        "fp_util": 0.306,
        "die_w_um": 190,
        "fp-row-count": 68,
        "dieArea_um2": 36200,
        "die_y_um": 190,
    },
    "route": {
        "drc": 0,
        "ant_nets": 0,
        "n_antenna_cell": 0,
        "routed_via_density": 4.12,
        "num_vias": 5888,
        "wl_um": 18500,
        "drtIter0Drc": 113,
        "wire_per_inst_um": 12.9,
        "dr.pass1.iters": 4,
    },
    "synth": {
        "ys_sh_adder": 0.561,
        "yosys.area.top_type": "fa_1",
        "ys_cells": 945,
        "synth_flops": 68,
        "mux_share": 0,
        "ys_types": 10,
        "synth-area-yosys_um2": 10600,
        "logic_family": "adder cells",
        "synth_cells": 945,
        "simple_gate_area_frac": 0.142,
        "ys_seq_share": 0.160,
        "synth_area_per_cell_um2": 11.2,
        "synth.top_cell.area_share": 0.471,
        "topCellsByArea": "fa_1 (47%), dfrtp_1 (16%), and2_1 (13%)",
        "xor_area_frac": 0.00542,
        "aoi_share": 0,
        "synthesis.area_um2": 10600,
        "yosys_warnings": 5,
    },
    "status": {
        "status": "complete, no violations",
    },
    "cells_and_area": {
        "n_fill_cell": 3433,
        "stdcell_count": 1429,
        "area_growth_pct": 10.4,
        "drive_gt1_frac": 0.0287,
    },
    "clock_network": {
        "cts_tree": "built",
        "clkSinkCount": 68,
        "htreeDepth": 3,
        "cts_made_buffers": 9,
        "hold_buffers": 0,
        "post_cts_resized": 0,
        "clk_pin_slew_ps": 60,
        "post-cts-setup-buffers": 0,
        "root_buffer": "clkbuf_16",
        "cts_buffer_depth": 2,
        "clock_latency_ps": 340,
    },
    "global_route": {
        "grt_max_degree": 46,
        "grt_pass1_wl_um": 32300,
        "overflow": 0,
        "track_usage": 0.118,
        "grt_pass1_vias": 6316,
        "antenna_found_initial": 0,
    },
    "job": {
        "openroad.warnings": 25,
        "drv_cap": 0,
    },
    "pwr": {
        "powerDensity_nw_per_um2": 141,
        "power_mw": 1.65,
        "leakage_nw": 5.34,
        "vdd_ir_drop_max_uv": 82.5,
    },
    "min_path": {
        "hp-class": "flop to flop",
    },
}
[flip-flops by register name, summed over array words and instances, names as in the netlist]
name and count:
d1.q 32, d2.q 36
[critical path: cells and delay by family (launching register included)]
| kind | cells | cell delay [ps] |
|---|---|---|
| xor gates and xnor gates | 1 | 180 |
| adders and majority gates | 35 | 15110 |
| buffers and inverters | 1 | 480 |
| DFF | 1 | 370 |
[synthesized netlist by cell type]
cell type  number
xnor3_1         1
inv_1         222
buf_4          53
ha_1           76
dfrtp_1        68
fa_1          250
nand2_1        39
xor2_1          4
and2_1        217
buf_6          15
[area by class of cell]
type                       instances  area, um^2  area share
timing repair buffer              81         781      0.0666
sequential                        68        1700       0.145
multi-input combinational        587        7520       0.641
clock inverter                     6        87.6     0.00747
tap                              455         569      0.0486
inverter                         222         833      0.0711
clock buffer                      10         229      0.0195
[layer usage]
| layer | share of wire | vias up | track usage |
|---|---|---|---|
| li1 | - | 2685 | - |
| met1 | 0.46 | 3084 | 0.180 |
| met2 | 0.48 | 107 | 0.184 |
| met3 | 0.055 | 12 | 0.0284 |
| met4 | 0.014 | 0 | 0.0123 |
| met5 | 0 | - | 0 |
[worst paths after layout]
kind	from	end	slack, ps	depth (start not counted)
setup / recovery	d1.q[0]	out[35]	2480	37
hold / removal	d2.q[35]	d2.q[35]	460	1
setup reg to reg	d1.q[0]	d2.q[35]	7940	36
hold reg to reg	d2.q[35]	d2.q[35]	460	1
max in group asynchronous	reset	d1.q[4]	18030	3
min in group asynchronous	reset	d1.q[26]	4740	2
[stage by stage]
step | cell area (um^2) | worst slack [ps] | util
finish | 11700 | 2480 | 0.338
detailed placement | 11400 | 2650 | 0.328
CTS | 11700 | 2290 | 0.338
global route | 11700 | 1750 | 0.338
floorplan | 10600 | 3530 | -
global placement | 11400 | 2690 | 0.328
[power by group]
group / switching [mW] / internal (mW) / leakage, nW
clock network: 0.0527 / 0.0923 / 0.157
registers: 0.0264 / 0.210 / 0.798
logic: 0.608 / 0.664 / 4.38
total: 0.687 / 0.967 / 5.34
[kinds of logic (layout without fill, tap and decap cells)]
family,Yosys count,in the layout
XOR/XNOR,5,5
flip-flops,68,68
buffers and inverters,290,319
adder cells (fa/ha/maj),326,326
AND/OR/NAND/NOR,256,256
[placed cells by master, fill, tap and decap left out]
cell type,Yosys,routed
buf_4,53,12
clkbuf_1,0,1
clkdlybuf4s50_1,0,69
nand2_1,39,39
clkbuf_16,0,9
xnor3_1,1,1
fa_1,250,250
inv_1,222,221
dfrtp_1,68,68
clkinv_4,0,1
and2_1,217,217
inv_6,0,1
bufinv_16,0,2
ha_1,76,76
inv_2,0,1
xor2_1,4,4
clkinv_2,0,2
Power figures rest on the tool's default switching activity, not on a simulated workload.
